==> ./design.v <==
`timescale 1ns / 1ps
module Control_D(
    input [5:0] op,
    input [5:0] funct,
	 output Jr_if,
    output Bne_if,
    output J_if,
    output RegDst,
    output ALUSrc,
    output MemtoReg,
    output RegWrite,
    output MemWrite,
    output Beq_if,
    output [2:0] ALUOp,
    output [1:0] EXTOp
    );
	 wire j,ori,lw,sw,beq,bne,jal,lui,subu,addu,jr;
	 assign EXTOp[1]=lui;
	 assign EXTOp[0]=bne||beq||sw||lw;
	 assign ALUOp[2]=0;
	 assign ALUOp[1]=ori;
	 assign ALUOp[0]=beq||subu||bne;
	 assign Beq_if=beq;
	 assign MemWrite=sw;
	 assign RegWrite=jal||ori||lw||subu||addu||lui;
	 assign MemtoReg=lw||sw;
	 assign ALUSrc=lw||sw||lui||ori;
	 assign RegDst=subu||addu;
	 assign J_if=j||jal||jr;
	 assign Bne_if=bne;
	 assign Jr_if=jr;
	    assign j=(op==6'b000010)?1:0;
		 assign ori=(op==6'b001101)?1:0;
		 assign lw=(op==6'b100011)?1:0;
		 assign sw=(op==6'b101011)?1:0;
		 assign beq=(op==6'b000100)?1:0;
		 assign lui=(op==6'b001111)?1:0;
		 assign jal=(op==6'b000011)?1:0;
		 assign bne=(op==6'b000101)?1:0;
		 assign addu=(op==0&&funct==6'b100001)?1:0;
		 assign subu=(op==0&&funct==6'b100011)?1:0;
		 assign jr=(op==0&&funct==6'b001000)?1:0;
endmodule
==> ./run.sh <==
#!/bin/bash
# OpenROAD 26Q1-2900-gdf79404cd8, Yosys 0.63+post, stock flow scripts
make -C /OpenROAD-flow-scripts/flow DESIGN_CONFIG=/design/flow/config.mk WORK_HOME=/design/flow/orfs finish
==> ./config.mk <==
export PLATFORM = sky130hd
export DESIGN_NAME = Control_D
export DESIGN_NICKNAME = Control_D
export VERILOG_FILES = /design/flow/design.v
export SDC_FILE = /design/flow/constraint.sdc
export NUM_CORES = 4
export LEC_CHECK = 1
export CORE_AREA = 10 10 70 70
export DIE_AREA = 0 0 80 80
==> ./constraint.sdc <==
current_design Control_D

set clk_period 2.2
set clk_io_pct 0.2

create_clock -name clk0 -period $clk_period

set non_clock_inputs [all_inputs -no_clocks]
set_input_delay [expr $clk_period * $clk_io_pct] -clock clk0 $non_clock_inputs
set_output_delay [expr $clk_period * $clk_io_pct] -clock clk0 [all_outputs]
==> out/metrics.cfg <==
[run_status]
status = complete, no violations

[cells_and_area]
nClkBuffers = 0
stdcell_area_um2 = 605.6
syn_to_final_growth_pct = 229.3
layout_top_cell = buf_4
flops = 0
mi_logic_area_um2 = 210.2
layout.cells.most_common_list = buf_4, clkdlybuf4s50_1, dlygate4sd2_1
fill_cells = 388
fin_util_pct = 17.73
instances_no_fill = 113
drive_above_1_share_pct = 44.78
regArea_um2 = 0

[place]
placedInstanceArea_um2 = 540.5
dp_hpwl_um = 955.6
gp_congestion = 0.7036
portBuffers = 25
place_inst = 107

[final_timing]
hold_violations = 0
slew_violations = 0
post-route-min-period_ps = 2124
rsz0062_at_grt = no
hold-worst-slack_ps = 1252
setup_viol = 0
fin_crit_sh_pct = 96.55
fmax_mhz = 470.8

[setup_path]
required_ps = 1760
arrival_ps = 1680
crit_chain = clkdlybuf4s15_2 -> or4_4 -> buf_4 -> o32ai_2 -> buf_2
endpoint = RegWrite
cp-start-kind = input pin
critical-path-slowest-cell = or4_4
critPathBufInv = 3
crit_fanout = 4
critPathKind = in2out
cp-end-kind = output pin
crit_path_max_incr_delay_ps = 510
cp.depth = 5
crit_start = op[3]
crit_family = simple AND/OR/NAND/NOR gates

[power]
swShare_pct = 40.51
pwr-share-seq_pct = 0
switching_power_uw = 23.80
powerDensity_mw_per_mm2 = 97.03
p_leak_nw = 0.2854
intPower_uw = 34.96
clock_power_share_pct = 0
ir_worst_vdd_mv = 0.01125
comb_power_share_pct = 100.0

[drt]
vias_per_cell = 3.274
drc = 0
vias = 370
routedWlPerCell_um = 10.46
drtAntennaViolNets = 0
drtIter0Drc = 11
totalWireLength_um = 1182
drt_pass1_iterations = 2
num_antenna_cells = 0

[synthesis]
synth_seq_share_pct = 0
synth_area_um2 = 183.9
top_area_cell = nor3_1
synth_cell_types = 20
yosys_area_um2 = 183.9
ys_cells = 30
avgSynthCellArea_um2 = 6.131
yosysTopAreaCellShare_pct = 13.61
synth.area.top_cells = nor3_1, o32ai_2, nand3b_1, nand2_1, or4_4
yosys_warnings = 0
synthCells = 30

[floorplanning]
fp.dieW_um = 80
fp-row-count = 21
core_mm2 = 0.003416
die_h_um = 80
fp_util_pct = 5.385
dieArea_mm2 = 0.006400
io_pins = 26

[global_route]
track_usage_pct = 3.463
grt_overflow = 0
grt_pass1_vias = 393
grt_max_degree = 7
antenna_found_initial = 0
grt_pass1_wl_um = 1904

[job]
maxCapViolations = 0
warnings = 32

[cts]
cts_hold_buf = 0

[hold_path]
hold_path.class = in2out

routing by layer:
metal	up-vias	routed length (um)	GRT usage (%)
li1	187	-	-
met4	0	0	0
met5	-	0	0
met2	12	612	6.421
met3	0	98	0.7955
met1	171	471	4.153
through the flow:
| step | total power [mW] | worst slack (ps) | TNS (ps) |
|---|---|---|---|
| CTS | 0.06042 | 4.050 | 0 |
| floorplan | 0.01435 | 579.9 | 0 |
| global placement | 0.05756 | -447.7 | -3547 |
| global route | 0.06439 | 17.59 | 0 |
| detailed placement | 0.05799 | -478.3 | -3684 |
| finish | 0.05876 | 76.00 | 0 |
cell usage after synthesis:
master and number:
or4_4 1, conb_1 1, a21oi_1 2, and3_1 1, nor4_1 1, buf_4 1
nand4b_1 1, o32ai_2 1, or4_1 1, o31a_1 1, nand2b_1 1, o21ai_0 2
inv_1 1, and2_1 1, nor4b_1 1, clkbuf_1 1, nand2_1 3, nor2_1 2
nor3_1 5, nand3b_1 2
worst min-delay path: cells and delay by family:
family | cells | cell delay [ps]
buffers and inverters | 2 | 200
AND/OR/NAND/NOR | 2 | 170
power groups by stage:
| stage | clock, mW | sequential, mW | combinational [mW] |
|---|---|---|---|
| global route | 0 | 0 | 0.0644 |
| finish | 0 | 0 | 0.0588 |
| CTS | 0 | 0 | 0.0604 |
worst min-delay path by stage:
stage,start,cells past startpoint,to,slack (ps)
after CTS,op[3],4,RegDst,1450
after global routing,op[1],4,RegDst,1280
final,op[1],4,RegDst,1250
area by class of cell:
class,count,share of cell area [%]
timing repair buffer,39,55.17
multi-input combinational,27,34.71
tap,46,9.504
inverter,1,0.6198
logic make-up (layout without fill, tap and decap cells):
group,Yosys count,count (layout),share of synthesized area (%)
other,1,1,2.039
and+or+nand+nor,20,20,65.31
AOI/OAI and AO/OA,6,6,24.49
buffers and inverters,3,40,8.161
timing repair:
action,CTS,global route
setup endpoints to repair,13,8
resized,34,10
pin swaps,11,5
setup buffers,5,1
hold endpoints to repair,0,0
No activity file was given, so power comes from the tool's default toggle rates.
